[/design/flow/run.sh]
#!/bin/bash
# OpenROAD 26Q1-2900-gdf79404cd8, Yosys 0.63+post, stock flow scripts
make -C /OpenROAD-flow-scripts/flow DESIGN_CONFIG=/design/flow/config.mk WORK_HOME=/design/flow/orfs finish
[/design/flow/constraint.sdc]
current_design project_cnn

set clk_period 3.3
set clk_io_pct 0.2

create_clock -name clk0 -period $clk_period [get_ports {clk}]

set non_clock_inputs [all_inputs -no_clocks]
set_input_delay [expr $clk_period * $clk_io_pct] -clock clk0 $non_clock_inputs
set_output_delay [expr $clk_period * $clk_io_pct] -clock clk0 [all_outputs]
[/design/flow/config.mk]
export PLATFORM = sky130hd
export DESIGN_NAME = project_cnn
export DESIGN_NICKNAME = project_cnn
export VERILOG_FILES = /design/flow/design.v
export SDC_FILE = /design/flow/constraint.sdc
export NUM_CORES = 4
export LEC_CHECK = 1
export CORE_UTILIZATION = 40
export SYNTH_HDL_FRONTEND = slang
[/design/flow/design.v]
module convolution #(
parameter IMG_SIZE = 6,  
parameter FILT_SIZE = 3,  
parameter NUM_FILTERS = 3  
)(
input wire clk,  
input wire reset,  
output reg signed [15:0] result[(IMG_SIZE-FILT_SIZE+1)*(IMG_SIZE-FILT_SIZE+1)*NUM_FILTERS-1:0],  
output reg done  
);
localparam RESULT_SIZE = IMG_SIZE - FILT_SIZE + 1;
reg signed [7:0] img [0:IMG_SIZE*IMG_SIZE-1];
reg signed [7:0] filter [0:NUM_FILTERS*FILT_SIZE*FILT_SIZE-1];
localparam IDLE = 3'd0;
localparam LOAD = 3'd1;
localparam COMPUTE = 3'd2;
localparam STORE = 3'd3;
localparam FINISH = 3'd4;
reg [2:0] state, next_state;  
reg signed [15:0] sum;  
reg [2:0] img_row, img_col;  
reg [1:0] filt_row, filt_col;  
reg [15:0] result_idx;  
reg [1:0] filter_idx;  
always @(posedge clk or posedge reset) begin
if (reset) begin
state <= IDLE;
end else begin
state <= next_state;
end
end
always @(*) begin
case (state)
IDLE: begin
if (!reset) next_state = LOAD;
else next_state = IDLE;
end
LOAD: begin
next_state = COMPUTE;
end
COMPUTE: begin
if (filt_row == FILT_SIZE - 1 && filt_col == FILT_SIZE - 1)
next_state = STORE;
else
next_state = COMPUTE;
end
STORE: begin
if (img_row == RESULT_SIZE - 1 && img_col == RESULT_SIZE - 1 && filter_idx == NUM_FILTERS - 1)
next_state = FINISH;
else
next_state = LOAD;
end
FINISH: begin
next_state = IDLE;
end
default: next_state = IDLE;
endcase
end
always @(posedge clk or posedge reset) begin
if (reset) begin
img_row <= 0;
img_col <= 0;
filt_row <= 0;
filt_col <= 0;
sum <= 0;
result_idx <= 0;
done <= 0;
filter_idx <= 0;
end else begin
case (state)
IDLE: begin
done <= 0;
img_row <= 0;
img_col <= 0;
result_idx <= 0;
filter_idx <= 0;
end
LOAD: begin
sum <= 0;
end
COMPUTE: begin
sum <= sum + img[(img_row + filt_row) * IMG_SIZE + (img_col + filt_col)] * filter[filter_idx * FILT_SIZE * FILT_SIZE + filt_row * FILT_SIZE + filt_col];
if (filt_col < FILT_SIZE - 1) begin
filt_col <= filt_col + 1;
end else begin
filt_col <= 0;
if (filt_row < FILT_SIZE - 1) begin
filt_row <= filt_row + 1;
end else begin
filt_row <= 0;
end
end
end
STORE: begin
result[result_idx + filter_idx * RESULT_SIZE * RESULT_SIZE] <= sum;
result_idx <= result_idx + 1;
if (img_col < RESULT_SIZE - 1) begin
img_col <= img_col + 1;
end else begin
img_col <= 0;
if (img_row < RESULT_SIZE - 1) begin
img_row <= img_row + 1;
end else begin
img_row <= 0;
if (filter_idx < NUM_FILTERS - 1) begin
filter_idx <= filter_idx + 1;
result_idx <= 0;
end
end
end
end
FINISH: begin
done <= 1;
end
endcase
end
end
initial begin
$readmemh("image.mem", img);  
$readmemh("filter.mem", filter);  
end
endmodule
module max_pooling #(
parameter IMG_SIZE = 4,  
parameter POOL_SIZE = 2,  
parameter NUM_FILTERS = 3  
)(
input wire clk,  
input wire reset,  
input wire signed [15:0] conv_result[(IMG_SIZE)*(IMG_SIZE)*NUM_FILTERS-1:0],  
output reg signed [15:0] pool_result[(IMG_SIZE/POOL_SIZE)*(IMG_SIZE/POOL_SIZE)*NUM_FILTERS-1:0],  
output reg done  
);
localparam RESULT_SIZE = IMG_SIZE / POOL_SIZE;
localparam IDLE = 3'd0;
localparam LOAD = 3'd1;
localparam MAXPOOL = 3'd2;
localparam STORE = 3'd3;
localparam FINISH = 3'd4;
reg [2:0] state, next_state;  
reg signed [15:0] max_val;  
reg [2:0] img_row, img_col;  
reg [1:0] pool_row, pool_col;  
reg [15:0] pool_result_idx;  
reg [1:0] filter_idx;  
always @(posedge clk or posedge reset) begin
if (reset) begin
state <= IDLE;
end else begin
state <= next_state;
end
end
always @(*) begin
case (state)
IDLE: begin
if (!reset) next_state = LOAD;
else next_state = IDLE;
end
LOAD: begin
next_state = MAXPOOL;
end
MAXPOOL: begin
if (pool_row == POOL_SIZE - 1 && pool_col == POOL_SIZE - 1)
next_state = STORE;
else
next_state = MAXPOOL;
end
STORE: begin
if (img_row == RESULT_SIZE - 1 && img_col == RESULT_SIZE - 1 && filter_idx == NUM_FILTERS - 1)
next_state = FINISH;
else
next_state = LOAD;
end
FINISH: begin
next_state = IDLE;
end
default: next_state = IDLE;
endcase
end
always @(posedge clk or posedge reset) begin
if (reset) begin
img_row <= 0;
img_col <= 0;
pool_row <= 0;
pool_col <= 0;
max_val <= 0;
pool_result_idx <= 0;
done <= 0;
filter_idx <= 0;
end else begin
case (state)
IDLE: begin
done <= 0;
img_row <= 0;
img_col <= 0;
pool_result_idx <= 0;
filter_idx <= 0;
end
LOAD: begin
max_val <= -32768;  
end
MAXPOOL: begin
if (conv_result[(img_row * POOL_SIZE + pool_row) * IMG_SIZE + (img_col * POOL_SIZE + pool_col) + filter_idx * IMG_SIZE * IMG_SIZE] > max_val) begin
max_val <= conv_result[(img_row * POOL_SIZE + pool_row) * IMG_SIZE + (img_col * POOL_SIZE + pool_col) + filter_idx * IMG_SIZE * IMG_SIZE];
end
if (pool_col < POOL_SIZE - 1) begin
pool_col <= pool_col + 1;
end else begin
pool_col <= 0;
if (pool_row < POOL_SIZE - 1) begin
pool_row <= pool_row + 1;
end else begin
pool_row <= 0;
end
end
end
STORE: begin
pool_result[pool_result_idx + filter_idx * RESULT_SIZE * RESULT_SIZE] <= max_val;
pool_result_idx <= pool_result_idx + 1;
if (img_col < RESULT_SIZE - 1) begin
img_col <= img_col + 1;
end else begin
img_col <= 0;
if (img_row < RESULT_SIZE - 1) begin
img_row <= img_row + 1;
end else begin
img_row <= 0;
if (filter_idx < NUM_FILTERS - 1) begin
filter_idx <= filter_idx + 1;
pool_result_idx <= 0;
end
end
end
end
FINISH: begin
done <= 1;
end
endcase
end
end
endmodule
module project_cnn #(
parameter IMG_SIZE = 6,  
parameter FILT_SIZE = 3,  
parameter NUM_FILTERS = 3  
)(
input wire clk,  
input wire reset,  
output reg signed [15:0] pool_result[(IMG_SIZE-FILT_SIZE+1)/2*(IMG_SIZE-FILT_SIZE+1)/2*NUM_FILTERS-1:0],  
output reg done  
);
wire signed [15:0] conv_result[(IMG_SIZE-FILT_SIZE+1)*(IMG_SIZE-FILT_SIZE+1)*NUM_FILTERS-1:0];  
wire conv_done;  
wire pool_done;  
convolution #(
.IMG_SIZE(IMG_SIZE),
.FILT_SIZE(FILT_SIZE),
.NUM_FILTERS(NUM_FILTERS)
) conv (
.clk(clk),
.reset(reset),
.result(conv_result),
.done(conv_done)
);
max_pooling #(
.IMG_SIZE(IMG_SIZE-FILT_SIZE+1),  
.NUM_FILTERS(NUM_FILTERS)
) pool (
.clk(clk),
.reset(reset),
.conv_result(conv_result),
.pool_result(pool_result),
.done(pool_done)
);
always @(posedge clk or posedge reset) begin
if (reset) begin
done <= 0;
end else begin
done <= conv_done && pool_done;
end
end
endmodule
==> reports/qor.csv <==
metric;value;unit
outcome;complete, no violations;
die_x;116;um
hp-class;reg2reg;
cts_tree;built;
max_freq;0.348;GHz
drcViolationCount;0;
ys_cells;543;
clock-root-buffer;clkbuf_16;
maxCapViolations;0;
fp-row-count;41;
dp_cells;731;
required;3.28;ns
hpwl;7280;um
synth_flops;79;
syn_avg_cell_area;9.52;um^2
post_cts_buffers;0;
ctsHoldBuffers;0;
dpl_cell_area;6030;um^2
ys_seq_share;40.6;%
largest_area_cell;dfrtp_1;
yosysWarnings;0;
grt_pass1_wl;15000;um
cts_made_buffers;9;
leakagePower;0.00247;uW
drv_slew;0;
worstReg2RegStart;pool.pool_result_idx[2]$_DFFE_PP0P_;
flop_cell;dfrtp_1;
core_region_area;12600;um^2
finalHoldViolations;0;
rsz0062_at_grt;false;
antenna_cells;0;
dieArea;13400;um^2
h-tree-depth;3;
path_cells;ha_1, fa_1, nor3_1, a31oi_1, nor4_2, o2111ai_2, nor4_1;
clock_latency;0.33;ns
grt_max_degree;29;
p_per_area;314;nW/um^2
wl_per_cell;13.3;um
synthToLayoutAreaGrowth;22.1;%
endpoint_kind;flop;
setup-violations-final;0;
crit_path_start_kind;flop;
multiInputGateArea;1650;um^2
cp_data_arrival_time;2.85;ns
slowest_stage;nor4_1;
drtAntennaViolNets;0;
grt.total_usage;14.6;%
cp_slowest_stage_delay;0.55;ns
drt_first_pass_iters;6;
wl;9930;um
via_per_inst;4.76;
layout_top_cell;clkdlybuf4s50_1;
r2r_end;pool.pool_result[94]$_DFFE_PP_;
worstMarginPinSlew;0.811;ns
hold_path.startpoint;conv.state[3]$_DFF_PP0_;
period_used_share;87.0;%
syn_inst;543;
clockBufferDepth;2;
final_cell_area;6310;um^2
path_clk_slew;0.06;ns
min_path_cells;1;
period_needed;2.87;ns
fin_util;50.0;%
path_class;reg2reg;
ir_drop;0.220;mV
fin_tns_setup;0;ns
gp_congestion;0.848;
synth_cell_type_count;54;
r2r_cells;7;
synthArstFlopShare;69.6;%
warning_count;32;
io_buffers;194;
syn_area;5170;um^2
finClkSkew;0.00541;ns
grt_overflow;0;
whs;0.434;ns
vias;3556;
area_leaders;dfrtp_1, buf_4, edfxtp_1;
fillers;1115;
fp_util;40.9;%
ys_area;5170;um^2
io_pins;195;
cts_resized;0;
slew_headroom;45.7;%
antenna_found_initial;0;
grt_pass1_vias;2959;
cts.sink_count;79;
fin_cells;747;
cp_max_fo;12;
yosys.area.top_type_share;25.7;%
edf_count;24;
layout_top_cells;clkdlybuf4s50_1, dfrtp_1, nand2_1;
ff_latch_area;2100;um^2
drtIter0Drc;149;
hold_path_end;conv.state[2]$_DFF_PP0_;
drive_above_1_share;5.91;%
die_h;116;um
r2r_slack;0.43;ns
## synth_stat cells, types with 5 or more instances
cell	instances
dfrtp_1	53
nand2b_1	8
clkbuf_1	6
nor3_1	19
nor4_1	9
a31oi_1	7
nor2_1	20
a21oi_1	12
buf_4	170
nand3_1	19
buf_2	5
edfxtp_1	24
inv_1	24
ha_1	22
a21o_1	7
o21ai_0	33
o31ai_1	6
nand2_1	40
nand4_1	8
## report_power, final
group | total (uW) | internal [uW] | leakage (uW) | switching, uW
logic | 38.3 | 20.9 | 0.00136 | 17.4
registers | 1010 | 1010 | 0.000970 | 4.41
clock network | 932 | 533 | 0.000140 | 399
total | 1980 | 1560 | 0.00247 | 421
## stage by stage
stage / setup slack, ns / power [uW]
3_5_place_dp: 0.429 / 1070
3_3_place_gp: 0.487 / 1070
5_1_grt: 0.116 / 2060
4_1_cts: 0.433 / 2010
6_report: 0.430 / 1980
2_1_floorplan: 0.778 / 1050
## registers in the layout, indices dropped and copies added (netlist names)
signal                count
pool.max_val              2
done                      1
conv.filt_col             2
pool.pool_result_idx     16
conv.img_col              3
pool.img_col              3
pool.pool_col             2
pool.filter_idx           2
pool.state                5
conv.filt_row             2
conv.filter_idx           2
conv.state                5
pool.pool_row             2
conv.done                 1
pool.pool_result         24
pool.done                 1
conv.img_row              3
pool.img_row              3
## final cells by class
type	instances	share of cell area, %
Timing Repair Buffer	197	31.3
Clock inverter	6	0.674
Clock buffer	10	3.79
Sequential cell	79	33.3
Tap cell	172	3.41
Inverter	24	1.43
Multi-Input combinational cell	259	26.1
## kinds of logic (layout without fill, tap and decap cells)
logic type,count (synthesis),in the layout,synth area share (%)
buffers and inverters,206,237,27.6
AND/OR/NAND/NOR,143,143,14.5
AND-OR/OR-AND,84,84,10.3
flip-flops,79,79,40.6
adder cells (fa/ha/maj),23,23,5.71
XOR/XNOR,5,5,0.848
multiplexers,2,2,0.412
other,1,2,0.0726
## layer usage
layer | vias to the layer above | track usage, % | routed length, um
met5 | - | 0 | 0
met4 | 0 | 2.14 | 160
met3 | 15 | 1.97 | 641
met2 | 140 | 24.5 | 4720
met1 | 1653 | 21.4 | 4400
li1 | 1748 | - | -
## worst max-delay path: cells and delay by family, from the launching register on
family,cells,cell delay (ns)
and+or+nand+nor,3,0.97
adders and majority gates,2,0.68
DFF,1,0.43
AOI/OAI and AO/OA,2,0.43
## worst max-delay path by stage
stage	from	slack, ns	end
6_report	pool.pool_result_idx[2]$_DFFE_PP0P_	0.43	pool.pool_result[94]$_DFFE_PP_
5_1_grt	pool.pool_result_idx[2]$_DFFE_PP0P_	0.12	pool.pool_result[126]$_DFFE_PP_
4_1_cts	pool.pool_result_idx[2]$_DFFE_PP0P_	0.43	pool.pool_result[94]$_DFFE_PP_
Power and IR drop assume default switching activity.
